==> flow/design.v <==
module gpio_32_apb_regs (
    input  wire        PCLK,
    input  wire        PRESETn,
    input  wire        PSEL,
    input  wire        PENABLE,
    input  wire        PWRITE,
    input  wire [7:0]  PADDR,
    input  wire [31:0] PWDATA,
    output reg  [31:0] PRDATA,
    output wire        PREADY,
    output wire        PSLVERR,
    input  wire [31:0] read_gpio_in,      
    input  wire [31:0] read_int_status,   
    output reg  [31:0] gpio_dir,
    output reg  [31:0] gpio_out_reg,
    output reg  [31:0] int_mask,
    output reg  [31:0] int_type,
    output reg  [31:0] int_polarity,
    output reg  [15:0] debounce_cfg,
    output reg  [31:0] int_clear
);
    localparam [7:0] ADDR_GPIO_DIR      = 8'h00;  
    localparam [7:0] ADDR_GPIO_OUT      = 8'h04;  
    localparam [7:0] ADDR_GPIO_IN       = 8'h08;  
    localparam [7:0] ADDR_INT_MASK      = 8'h0C;  
    localparam [7:0] ADDR_INT_STATUS    = 8'h10;  
    localparam [7:0] ADDR_INT_TYPE      = 8'h14;  
    localparam [7:0] ADDR_INT_POLARITY  = 8'h18;  
    localparam [7:0] ADDR_DEBOUNCE_CFG  = 8'h1C;  
    assign PREADY  = 1'b1;    
    assign PSLVERR = 1'b0;    
    wire apb_access = PSEL & PENABLE;
    wire apb_write  = apb_access &  PWRITE;
    wire apb_read   = apb_access & ~PWRITE;
    always @(posedge PCLK or negedge PRESETn) begin
        if (!PRESETn) begin
            gpio_dir      <= 32'h0000_0000;
            gpio_out_reg  <= 32'h0000_0000;
            int_mask      <= 32'h0000_0000;
            int_type      <= 32'h0000_0000;
            int_polarity  <= 32'h0000_0000;
            debounce_cfg  <= 16'h0000;
            int_clear     <= 32'h0000_0000;
        end else begin
            int_clear <= 32'h0000_0000;
            if (apb_write) begin
                case (PADDR)
                    ADDR_GPIO_DIR: begin
                        gpio_dir <= PWDATA;
                    end
                    ADDR_GPIO_OUT: begin
                        gpio_out_reg <= PWDATA;
                    end
                    ADDR_INT_MASK: begin
                        int_mask <= PWDATA;
                    end
                    ADDR_INT_TYPE: begin
                        int_type <= PWDATA;
                    end
                    ADDR_INT_POLARITY: begin
                        int_polarity <= PWDATA;
                    end
                    ADDR_DEBOUNCE_CFG: begin
                        debounce_cfg <= PWDATA[15:0];
                    end
                    ADDR_INT_STATUS: begin
                        int_clear <= PWDATA;
                    end
                    default: begin
                    end
                endcase
            end
        end
    end
    always @(*) begin
        PRDATA = 32'h0000_0000;
        case (PADDR)
            ADDR_GPIO_DIR: begin
                PRDATA = gpio_dir;
            end
            ADDR_GPIO_OUT: begin
                PRDATA = gpio_out_reg;
            end
            ADDR_GPIO_IN: begin
                PRDATA = read_gpio_in;
            end
            ADDR_INT_MASK: begin
                PRDATA = int_mask;
            end
            ADDR_INT_STATUS: begin
                PRDATA = read_int_status;
            end
            ADDR_INT_TYPE: begin
                PRDATA = int_type;
            end
            ADDR_INT_POLARITY: begin
                PRDATA = int_polarity;
            end
            ADDR_DEBOUNCE_CFG: begin
                PRDATA = {16'h0000, debounce_cfg};
            end
            default: begin
                PRDATA = 32'h0000_0000;
            end
        endcase
    end
endmodule
module gpio_32_debounce (
    input  wire        PCLK,
    input  wire        PRESETn,
    input  wire [31:0] sync_gpio_in,
    input  wire [15:0] debounce_cfg,
    output reg  [31:0] debounced_gpio_in
);
    reg [15:0] counter [0:31];
    integer i;
    always @(posedge PCLK or negedge PRESETn) begin
        if (!PRESETn) begin
            debounced_gpio_in <= 32'h0000_0000;
            for (i = 0; i < 32; i = i + 1)
                counter[i] <= 16'h0000;
        end else begin
            for (i = 0; i < 32; i = i + 1) begin
                if (debounce_cfg == 16'h0000) begin
                    debounced_gpio_in[i] <= sync_gpio_in[i];
                    counter[i]           <= 16'h0000;
                end
                else begin
                    if (sync_gpio_in[i] == debounced_gpio_in[i]) begin
                        counter[i] <= 16'h0000;
                    end
                    else begin
                        if (counter[i] >= debounce_cfg) begin
                            debounced_gpio_in[i] <= sync_gpio_in[i];
                            counter[i]           <= 16'h0000;
                        end else begin
                            counter[i] <= counter[i] + 16'h0001;
                        end
                    end
                end
            end
        end
    end
endmodule
module gpio_32_interrupts
(
    input  wire         PCLK,
    input  wire         PRESETn,
    input  wire [31:0]  debounced_gpio_in,
    input  wire [31:0]  int_rise_en,
    input  wire [31:0]  int_fall_en,
    input  wire [31:0]  int_level_set,
    input  wire [31:0]  int_status_w1c,
    output reg  [31:0]  int_status,
    output wire         gpio_irq
);
    reg [31:0] debounced_d;
    always @(posedge PCLK or negedge PRESETn) begin
        if (!PRESETn)
            debounced_d <= 32'h0000_0000;
        else
            debounced_d <= debounced_gpio_in;
    end
    wire [31:0] rise_pulse = ~debounced_d &  debounced_gpio_in;
    wire [31:0] fall_pulse =  debounced_d & ~debounced_gpio_in;
    wire [31:0] int_set_from_edges =
        (rise_pulse & int_rise_en) |
        (fall_pulse & int_fall_en);
    wire [31:0] int_set_total = int_set_from_edges | int_level_set;
    always @(posedge PCLK or negedge PRESETn) begin
        if (!PRESETn) begin
            int_status <= 32'h0000_0000;
        end else begin
            int_status <= (int_status | int_set_total) & ~int_status_w1c;
        end
    end
    assign gpio_irq = |int_status;
endmodule
module gpio_32_pins (
    input  wire        PCLK,
    input  wire        PRESETn,
    input  wire [31:0] gpio_dir,        
    input  wire [31:0] gpio_out_reg,    
    input  wire [31:0] gpio_in_raw,     
    output wire [31:0] gpio_out,        
    output wire [31:0] gpio_oe,         
    output wire [31:0] sync_gpio_in
);
    assign gpio_oe = gpio_dir;
    assign gpio_out = gpio_out_reg;
    reg [31:0] sync_ff1, sync_ff2;
    always @(posedge PCLK or negedge PRESETn) begin
        if (!PRESETn) begin
            sync_ff1 <= 32'h0;
            sync_ff2 <= 32'h0;
        end else begin
            sync_ff1 <= gpio_in_raw;    
            sync_ff2 <= sync_ff1;       
        end
    end
    assign sync_gpio_in = sync_ff2;
endmodule
module gpio_32_top (
    input  wire         PCLK,
    input  wire         PRESETn,
    input  wire         PSEL,
    input  wire         PENABLE,
    input  wire         PWRITE,
    input  wire [7:0]   PADDR,
    input  wire [31:0]  PWDATA,
    output wire [31:0]  PRDATA,
    output wire         PREADY,
    output wire         PSLVERR,
    input  wire [31:0]  gpio_in_raw,    
    output wire [31:0]  gpio_out,       
    output wire [31:0]  gpio_oe,        
    output wire         gpio_irq
);
    wire [31:0] gpio_dir;
    wire [31:0] gpio_out_reg;
    wire [31:0] sync_gpio_in;
    wire [31:0] debounced_gpio_in;
    wire [15:0] debounce_cfg;
    wire [31:0] int_mask;
    wire [31:0] int_type;
    wire [31:0] int_polarity;
    wire [31:0] int_clear;    
    wire [31:0] int_status;
    wire [31:0] int_rise_en;
    wire [31:0] int_fall_en;
    wire [31:0] int_status_w1c;
    wire [31:0] int_level_set;  
    gpio_32_pins u_pins (
        .PCLK         (PCLK),
        .PRESETn      (PRESETn),
        .gpio_dir     (gpio_dir),
        .gpio_out_reg (gpio_out_reg),
        .gpio_in_raw  (gpio_in_raw),
        .gpio_out     (gpio_out),
        .gpio_oe      (gpio_oe),
        .sync_gpio_in (sync_gpio_in)
    );
    gpio_32_debounce u_debounce (
        .PCLK              (PCLK),
        .PRESETn           (PRESETn),
        .sync_gpio_in      (sync_gpio_in),
        .debounce_cfg      (debounce_cfg),
        .debounced_gpio_in (debounced_gpio_in)
    );
    gpio_32_apb_regs u_apb_regs (
        .PCLK           (PCLK),
        .PRESETn        (PRESETn),
        .PSEL           (PSEL),
        .PENABLE        (PENABLE),
        .PWRITE         (PWRITE),
        .PADDR          (PADDR),
        .PWDATA         (PWDATA),
        .PRDATA         (PRDATA),
        .PREADY         (PREADY),
        .PSLVERR        (PSLVERR),
        .read_gpio_in   (debounced_gpio_in),
        .read_int_status(int_status),
        .gpio_dir       (gpio_dir),
        .gpio_out_reg   (gpio_out_reg),
        .int_mask       (int_mask),
        .int_type       (int_type),
        .int_polarity   (int_polarity),
        .debounce_cfg   (debounce_cfg),
        .int_clear      (int_clear)
    );
    assign int_rise_en = int_mask & int_type &  int_polarity;
    assign int_fall_en = int_mask & int_type & ~int_polarity;
    wire [31:0] level_high_active = int_mask & ~int_type &  int_polarity  &  debounced_gpio_in;
    wire [31:0] level_low_active  = int_mask & ~int_type & ~int_polarity  & ~debounced_gpio_in;
    assign int_level_set = level_high_active | level_low_active;
    assign int_status_w1c = int_clear;
    gpio_32_interrupts u_interrupts (
        .PCLK              (PCLK),
        .PRESETn           (PRESETn),
        .debounced_gpio_in (debounced_gpio_in),
        .int_rise_en       (int_rise_en),
        .int_fall_en       (int_fall_en),
        .int_level_set     (int_level_set),
        .int_status_w1c    (int_status_w1c),
        .int_status        (int_status),
        .gpio_irq          (gpio_irq)
    );
endmodule
==> flow/run.sh <==
#!/bin/bash
# OpenROAD 26Q1-2900-gdf79404cd8, Yosys 0.63+post, stock flow scripts
make -C /OpenROAD-flow-scripts/flow DESIGN_CONFIG=/design/flow/config.mk WORK_HOME=/design/flow/orfs finish
==> flow/config.mk <==
export PLATFORM = sky130hd
export DESIGN_NAME = gpio_32_top
export DESIGN_NICKNAME = gpio_32_top
export VERILOG_FILES = /design/flow/design.v
export SDC_FILE = /design/flow/constraint.sdc
export NUM_CORES = 4
export LEC_CHECK = 1
export CORE_UTILIZATION = 50
==> flow/constraint.sdc <==
current_design gpio_32_top

set clk_period 8.6
set clk_io_pct 0.2

create_clock -name clk0 -period $clk_period [get_ports {PCLK}]

set non_clock_inputs [all_inputs -no_clocks]
set_input_delay [expr $clk_period * $clk_io_pct] -clock clk0 $non_clock_inputs
set_output_delay [expr $clk_period * $clk_io_pct] -clock clk0 [all_outputs]
==> Changelog: implementation <==
## Flow update

* YS chip area at 50,000 um^2
* Count of tool warnings at 34
* Routed wire length at 136,000 um
* Minimum clock period at 6.78 ns
* Clock skew at 0.0258 ns
* First-pass GRT wire length at 214,000 um
* CP required at 6.88 ns
* Setup TNS at 0 ns
* Clock latency (worst-skew pair) at 0.68 ns
* Fin area at 56,700 um^2
* Setup-failing EPs final at 0
* Area leader share at 44.0%
* Startpoint Class: input port
* # resized after CTS at 0
* Core Area at 98,700 um^2
* CTS Root Cell: clkbuf_16
* Yosys cell count at 4,831
* CP Max Fanout at 29
* Most common cell in the netlist: dfrtp_1
* Floorplan core density at 50.7%
* # DRC at 0
* Adder share at 13.6%
* Final Hold Viols at 0
* DRT iter0 DRCs at 2,276
* Hold buffer count at CTS at 0
* Crit. End Element: output port
* Yosys reg bits at 880
* Measured slew at the worst slew-check pin at 0.852 ns
* RSZ-0062 raised after global routing: no
* Per-cell routed wire length at 21.2 um
* Vias per cell at 5.72
* Setup repair bufs after CTS at 0
* Synth area leader: dfrtp_1
* Pwr per Cell Area at 166 nW/um^2
* Max-Slew Margin vs Limit at 42.8%
* Number of flip-flops in the largest register at 512
* HPWL after DPL at 91,200 um
* P&R area growth vs syn at 13.3%
* Max Clock Freq at 0.147 GHz
* Antenna violations before repair at 6
* Pin count of the biggest net entering global routing at 110
* WP data arrival at 5.06 ns
* MUX area fraction at 5.77%
* Unique cell types at 72
* Status: finished clean
* Syn Inst Count at 4,831
* # port buffers at 173
* Htree depth at 3
* Mapped cell area at 50,000 um^2
* Share of cells above drive strength 1 at 10.1%
* Die W at 318 um
* Post-Synth Simple-Gate Area at 18.4%
* Die height at 318 um
* Slew Limit Fails at 0
* Kind of critical path: in -> out
* First drt pass iteration count at 5
* Ys Warns at 5
* HP Class: reg -> reg
* Synth top area cells: dfrtp_1 44%, ha_1 14%, xor2_1 6.0%
* Post-synth top cells: 880 x dfrtp_1, 684 x nor2_1, 544 x ha_1
* Synth Seq Share at 44.0%
* Chip area at 101,000 um^2
* Clock buffer depth at 3
* Avg Cell Area, Syn at 10.4 um^2
* Number of global-route vias before repair at 35,547
* Cell Count, Final, Fillers Out at 6,421
* Dpl cells at 6,243
* Fin crit share at 78.8%
* Xor+xnor area frac at 8.37%
* Top FF cell, synth: dfrtp_1
* TritonCTS clock tree: built
* Leak Pwr at 25.2 nW
* Dominant kind of combinational cell: simple AND/OR/NAND/NOR gates
* Max Cap Viol at 0
* Peak VDD IR at 0.000146 V
* # rows at 115
* Ys async rst share at 100%
* Placed cell areas at 53,300 um^2
* Final GP Congestion at 0.918
* Register area at 22,000 um^2
* Via count at 36,699
* Post-synth EDFFs at 0
* Number of CTS-inserted buffers at 99
* Global route total overflow at 0
* I/O pins at 176
* Comb area at 26,900 um^2
* Worst-path clk slew at 0.06 ns
* Final ANT Viol Nets at 0
* Tot GR Track Use at 28.6%
* Clock Sinks at 880
* # fillers at 8,213
* And-or/or-and share of the synthesized area at 7.60%
* Biggest register: u_debounce.counter
-- cells by family (layout without fill, tap and decap cells) --
kind of cell             count (synthesis)  count (layout)
AND/OR/NAND/NOR                       1855            1855
flip-flops                             880             880
AND-OR/OR-AND                          581             581
adder cells (fa/ha/maj)                544             544
XOR/XNOR                               478             478
multiplexers                           260             260
buffers and inverters                  231             532
other                                    2               4
-- metal layers --
layer	up-vias	routed length, um	track usage [%]
met5	-	32	0
met4	6	3190	5.42
met3	205	11500	8.89
met2	906	59200	41.1
met1	17852	62500	44.8
li1	17730	-	-
-- cell usage in the layout (no fill, tap or decap), types with 34 or more instances in the layout --
master             n
and4_1            51
xor2_1           341
mux2_2           210
nor2_1           683
inv_1            105
o21ai_0          103
nand2_1          316
xnor2_1          137
and2_1            37
and3_1            95
mux2i_1           42
nand3_1          259
dfrtp_1          879
ha_1             544
nor2b_1           66
clkbuf_16        103
nor3_1            73
nand4_1          146
o31ai_1           34
a21oi_1          206
clkdlybuf4s50_1  170
buf_4             59
-- final cells by class --
type	count	area share, %
timing repair buffer	234	3.93
clock buffer	149	5.19
multi-input combinational	3720	47.5
tap	1287	2.84
clock inverter	27	0.845
antenna	2	0.00883
sequential	880	38.9
inverter	122	0.808
-- per-stage QoR --
| stage | total power [mW] | setup WS (ns) | hold slack [ns] | util, % |
|---|---|---|---|---|
| finish | 9.39 | 1.82 | 0.346 | 57.4 |
| global route | 9.73 | 1.84 | 0.356 | 57.4 |
| CTS | 9.51 | 1.95 | 0.348 | 57.4 |
| detailed placement | 5.02 | 1.97 | 0.335 | 54.0 |
| global placement | 5.01 | 1.96 | 0.332 | 54.0 |
| floorplan | 4.68 | 3.89 | 0.331 | - |
-- where the power goes --
part | internal [mW] | switching (mW) | total, mW
clock network | 2.73 | 1.72 | 4.45
logic | 0.219 | 0.385 | 0.604
registers | 4.22 | 0.112 | 4.34
total | 7.18 | 2.22 | 9.39
-- critical path, cell delays in order --
cell	delay [ns]
clkdlybuf4s50_1	0.77
nor4_2	0.40
buf_4	0.43
a22oi_1	0.16
nor2_1	0.11
a311oi_1	0.06
o31ai_1	0.74
clkdlybuf4s50_1	0.63
-- worst paths after layout --
path | start | endpoint | slack, ns | depth (start not counted)
min in group asynchronous | PRESETn | u_debounce.counter[2][7] | 1.05 | 1
worst max register to register | u_apb_regs.debounce_cfg[11] | u_debounce.counter[27][4] | 5.05 | 8
worst min register to register | u_pins.sync_ff1[5] | u_pins.sync_ff2[5] | 0.35 | 0
worst max-delay path | PADDR[4] | PRDATA[3] | 1.82 | 8
worst min-delay path | u_pins.sync_ff1[5] | u_pins.sync_ff2[5] | 0.35 | 0
max in group asynchronous | PRESETn | u_debounce.counter[25][10] | 5.63 | 3
Power figures rest on the tool's default switching activity, not on a simulated workload.
